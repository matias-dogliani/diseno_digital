===== design/flow/config.mk =====
export PLATFORM = sky130hd
export DESIGN_NAME = FpMul
export DESIGN_NICKNAME = FpMul
export VERILOG_FILES = /design/flow/design.v
export SDC_FILE = /design/flow/constraint.sdc
export NUM_CORES = 4
export LEC_CHECK = 1
export CORE_UTILIZATION = 50

===== design/flow/design.v =====
module FpMul
#(
	parameter NB_IN_A =8, 							 
	parameter NBF_IN_A =6,							 
	parameter NB_IN_B =12,			
	parameter NBF_IN_B =11,
	parameter NB_OUT = 12, 
	parameter NBF_OUT = 11,
    parameter NB_O_FR =NB_IN_A + NB_IN_B,
    parameter NBF_O_FR = NBF_IN_A + NBF_IN_B,
 	parameter NBI_O_FR = NB_O_FR - NBF_O_FR, 
    parameter NB_O_ROUND = 10, 
    parameter NF_O_ROUND =9  
)(
    input  [NB_IN_A - 1:0] i_A,
    input  [NB_IN_B - 1:0] i_B,
	output [NB_O_FR - 1 : 0] o_mulFR,
	output [NB_OUT -1 : 0]	o_mulS_trunc_ov,
	output [NB_OUT -1 : 0]	o_mulS_trunc_sat ,
	output [NB_O_ROUND -1 : 0]	o_mulS_round_sat
);
 	localparam NBI_IN_A =NB_IN_A - NBF_IN_A;		 
    localparam NBI_IN_B =NB_IN_B - NBF_IN_B;
    localparam NBI_OUT = (NB_OUT > NBF_OUT)? NB_OUT-NBF_OUT : 0;   
    localparam NBI_O_ROUND = NB_O_ROUND - NF_O_ROUND;
    localparam NB_ROUND = ( NBI_O_FR + NF_O_ROUND + 2) ;   
    wire signed [NB_IN_A -1     : 0] a 	;    
    wire signed [NB_IN_B -1     : 0] b 	;    
	wire signed [NB_O_FR-1  	: 0] mulFR;    
	reg  signed [NB_OUT - 1 : 0]  mulS_trunc_sat;
    reg  signed [NB_ROUND - 1 : 0]  mul_r;
    reg  signed [NB_O_ROUND - 1 : 0]  mulS_round_sat;
	assign a = i_A;
	assign b = i_B;
	assign mulFR = $signed(a)*$signed(b);               
  	always @(*) begin
        if ( &mulFR[(NB_O_FR -1)-:(NBI_O_FR-NBI_OUT)+1] || ~|mulFR[(NB_O_FR -1)-: (NBI_O_FR-NBI_OUT)+1])
            mulS_trunc_sat = mulFR[ (NB_O_FR -1) - (NBI_O_FR - NBI_OUT) -: NB_OUT ];
        else if ( mulFR[(NB_O_FR -1)] )
            mulS_trunc_sat = { 1'b1 , { NB_OUT-1 {1'b0} }};				 
        else
            mulS_trunc_sat = { 1'b0 , { NB_OUT-1 {1'b1} }};				 
    end
    always @(*) begin
        mul_r= $signed(mulFR[(NB_O_FR -1) -: (NB_ROUND -1)]) + $signed(2'b01);  
		if ( &mul_r[(NB_ROUND -1)-:(NBI_O_FR-NBI_O_ROUND)+2] || ~|mul_r[(NB_ROUND -1)-:(NBI_O_FR-NBI_O_ROUND) +2])
          mulS_round_sat = mul_r[(NB_ROUND -1) - (NBI_O_FR-NBI_O_ROUND) -1 -: NB_O_ROUND];
         else if ( mul_r[(NB_ROUND -1)] )
              mulS_round_sat = $signed({ 1'b1 , { NB_O_ROUND-1 {1'b0} }});
        else
            mulS_round_sat = $signed({ 1'b0 , { NB_O_ROUND-1 {1'b1} }});
    end
	assign o_mulFR = mulFR; 
	assign o_mulS_trunc_ov = mulFR[NB_O_FR-1 - (NBI_O_FR- NBI_OUT) -:NB_OUT];	
	assign o_mulS_trunc_sat = mulS_trunc_sat; 
	assign o_mulS_round_sat = mulS_round_sat ;	
endmodule  

===== design/flow/run.sh =====
#!/bin/bash
# OpenROAD 26Q1-2900-gdf79404cd8, Yosys 0.63+post, stock flow scripts
make -C /OpenROAD-flow-scripts/flow DESIGN_CONFIG=/design/flow/config.mk WORK_HOME=/design/flow/orfs finish

===== design/flow/constraint.sdc =====
current_design FpMul

set clk_period 10.3
set clk_io_pct 0.2

create_clock -name clk0 -period $clk_period

set non_clock_inputs [all_inputs -no_clocks]
set_input_delay [expr $clk_period * $clk_io_pct] -clock clk0 $non_clock_inputs
set_output_delay [expr $clk_period * $clk_io_pct] -clock clk0 [all_outputs]

==> run_results.csv <==
group,metric,value,unit
routing,first_pass_iters,4,
min_path,hold_path_end,"o_mulFR[0]",
cells_and_area,seq_area,0,um2
cells_and_area,layout-drive-gt1-share,0.126,
floorplan,fp-row-count,34,
synthesis,ys_area,4540,um2
cells_and_area,seq_cells,0,
min_path,min_path_cells,3,
sta,hold_viol,0,
sta,worst_pin_slew,441,ps
sta,fmax,0.101,GHz
synthesis,synth_area,4540,um2
cells_and_area,final_common_cell,"inv_1",
min_path,worstHoldPathType,"in -> out",
global_route,grt_pass1_wl,18100,um
worst_setup_path,worstSetupEndpointType,"primary output",
placement,hpwl,8570,um
global_route,grt.overflow.total,0,
sta,setup_slack,351,ps
job,maxCapViolCount,0,
placement,post-place-ws,-134,ps
worst_setup_path,cp.required,8240,ps
worst_setup_path,crit_type,"in -> out",
routing,first_iter_violations,82,
floorplan,coreArea,8760,um2
worst_setup_path,crit_path_max_fanout,9,
routing,diodes,0,
worst_setup_path,crit_arrival,7890,ps
floorplan,fp-utilization,0.518,
cells_and_area,final_cell_mix,"inv_1, fa_1, and2_1",
routing,drt_wl_total,9540,um
routing,drtAntennaViolNets,0,
synthesis,synth_warnings,1,
sta,relSlewSlack,0.704,
sta,worst_hold_slack,4950,ps
synthesis,ys_cells,563,
routing,via_per_inst,5.13,
floorplan,die_w,97.3,um
job,warnings,33,
sta,rsz0062_at_grt,"no",
sta,layout_min_cycle_time,9950,ps
placement,place.port_buffers,74,
floorplan,die_h,97.3,um
sta,fin_crit_sh,0.966,
global_route,grt_pass1_vias,4073,
cells_and_area,syn2layout_area_growth,25.7,%
global_route,grtUsageTotal,0.238,
synthesis,ys_types,67,
placement,placed_area,5610,um2
worst_setup_path,startpoint_type,"primary input",
cells_and_area,nClkBuffers,0,
routing,num_vias,3929,
routing,route.detailed.drc,0,
min_path,min_from,"i_A[0]",
floorplan,die_area,9460,um2
cells_and_area,fin_area,5710,um2
floorplan,num_io_pins,74,
global_route,antenna_found_initial,0,
sta,final_max_slew_viol_count,0,
placement,dp.cells,764,
sta,setup_viol,0,
synthesis,postSynthSeqShare,0,
outcome,status,"finished clean",
routing,post_drt_wl_per_cell,12.5,um
cells_and_area,instances_no_fill,766,
placement,gp_congestion,0.845,
synthesis,syn_inst,563,
global_route,grt_max_degree,13,
synthesis,syn_avg_cell_area,8.06,um2
[critical path, cell delays in order]
cell	delay [ps]
clkdlybuf4s50_1	600
nand2_1	120
fa_1	550
inv_1	50
fa_1	480
fa_1	550
inv_1	50
fa_1	520
inv_1	40
ha_1	360
a21oi_1	180
o21ai_2	100
and2_1	180
o31ai_1	230
nand4b_1	200
buf_4	190
a21oi_1	330
a211o_1	220
nand4_4	170
a31oi_1	220
clkdlybuf4s50_1	480
[worst max path at each step]
stage / end / cells after the start / startpoint
after CTS: o_mulS_round_sat[7] / 21 / i_A[4]
after global routing: o_mulS_round_sat[7] / 22 / i_B[9]
final: o_mulS_round_sat[0] / 21 / i_B[8]
[cells in the mapped netlist (all sizes together) (4+ instances only)]
| cell type | instances | area share |
|---|---|---|
| a31oi | 14 | 0.021 |
| nand2b | 6 | 0.0083 |
| nand4 | 5 | 0.010 |
| nand2 | 40 | 0.033 |
| and2 | 65 | 0.090 |
| or4 | 4 | 0.0074 |
| xnor2 | 19 | 0.037 |
| o21ai | 17 | 0.020 |
| fa | 79 | 0.35 |
| buf | 15 | 0.024 |
| nor2 | 18 | 0.015 |
| nand3 | 8 | 0.0099 |
| a21o | 9 | 0.015 |
| a21oi | 22 | 0.025 |
| nor3 | 9 | 0.012 |
| clkbuf | 14 | 0.012 |
| inv | 131 | 0.11 |
| ha | 38 | 0.10 |
| or3 | 4 | 0.0055 |
[area by class of cell]
type | instances | area [um2]
multi-input combinational | 403 | 3930
fill | 784 | 3060
timing repair buffer | 124 | 1150
inverter | 131 | 492
tap | 108 | 135
[logic make-up after synthesis]
family          Yosys count  share of synthesized area
simple gates            177                      0.221
compound gates           85                      0.134
mux                       2                    0.00469
xor+xnor                 22                     0.0424
fa+ha+maj               117                      0.453
buf+inv                 160                      0.144
[per-layer routing]
metal  vias up  global-route usage  part of all wire
met5         -                   0                 0
met4         0             0.00905            0.0051
met3         4              0.0124             0.025
met2        52               0.413              0.49
met1      1919               0.366              0.48
li1       1954                   -                 -
[through the flow]
stage           util  TNS, ps
6_report       0.651        0
5_1_grt        0.651        0
4_1_cts        0.642        0
3_5_place_dp   0.640    -1090
3_3_place_gp   0.640    -1020
2_1_floorplan      -        0
[what timing repair did]
item,4_1_cts,5_1_grt
setup buffers,0,2
hold endpoints to repair,0,0
hold buffers,0,0
resized,5,30
setup endpoints to repair,9,20

### design/flow/config.mk
export PLATFORM = sky130hd
export DESIGN_NAME = shiftleds
export DESIGN_NICKNAME = shiftleds
export VERILOG_FILES = /design/flow/design.v
export SDC_FILE = /design/flow/constraint.sdc
export NUM_CORES = 4
export LEC_CHECK = 1
export CORE_UTILIZATION = 40
### design/flow/constraint.sdc
current_design shiftleds

set clk_period 4.1
set clk_io_pct 0.2

create_clock -name clk0 -period $clk_period [get_ports {clk}]

set non_clock_inputs [all_inputs -no_clocks]
set_input_delay [expr $clk_period * $clk_io_pct] -clock clk0 $non_clock_inputs
set_output_delay [expr $clk_period * $clk_io_pct] -clock clk0 [all_outputs]
### design/flow/design.v
module shiftleds
  #(
    parameter N_LEDS    = 4    ,
    parameter NB_SEL    = 2    ,
    parameter NB_COUNT  = 32  ,
    parameter NB_SW     = 4
    )
   (
    output [N_LEDS - 1 : 0] o_led   ,
    output [N_LEDS - 1 : 0] o_led_b ,
    output [N_LEDS - 1 : 0] o_led_g ,
    input [NB_SW   - 1 : 0] i_sw    ,
    input                   i_reset ,
    input                   clk);
   localparam R0       = (2**(NB_COUNT-10))-1 ;
   localparam R1       = (2**(NB_COUNT-9))-1  ;
   localparam R2       = (2**(NB_COUNT-8))-1  ;
   localparam R3       = (2**(NB_COUNT-7))-1  ;
   localparam SEL0     = 2'h0           ;
   localparam SEL1     = 2'h1           ;
   localparam SEL2     = 2'h2           ;
   localparam SEL3     = 2'h3           ;
   wire [NB_COUNT - 1 : 0] ref_limit ;
   reg [NB_COUNT  - 1 : 0] counter   ;
   reg [N_LEDS    - 1 : 0] shiftreg  ;
   wire                    reset     ;
   assign reset =  ~i_reset;
   assign ref_limit = (i_sw[(NB_SW-1)-1 -: NB_SEL]==SEL0) ? R0 :
                      (i_sw[(NB_SW-1)-1 -: NB_SEL]==SEL1) ? R1 :
                      (i_sw[(NB_SW-1)-1 -: NB_SEL]==SEL2) ? R2 : R3;
   always@(posedge clk or posedge reset) begin
      if(reset) begin
         counter  <= {NB_COUNT{1'b0}};
         shiftreg <= {{N_LEDS-1{1'b0}},{1'b1}};
      end
      else if(i_sw[0]) begin
         if(counter>=ref_limit) begin
            counter  <= {NB_COUNT{1'b0}};
            shiftreg <= {shiftreg[N_LEDS-2 -: N_LEDS-1],shiftreg[N_LEDS-1]};
         end
         else begin
            counter  <= counter + {{NB_COUNT-1{1'b0}},{1'b1}};
            shiftreg <= shiftreg;
         end
      end
      else begin
         counter  <= counter;
         shiftreg <= shiftreg;
      end  
   end  
   assign o_led   = shiftreg;
   assign o_led_b = (i_sw[3]==1'b0) ? shiftreg : {N_LEDS{1'b0}};
   assign o_led_g = (i_sw[3]==1'b1) ? shiftreg : {N_LEDS{1'b0}};
endmodule  
### design/flow/run.sh
#!/bin/bash
# OpenROAD 26Q1-2900-gdf79404cd8, Yosys 0.63+post, stock flow scripts
make -C /OpenROAD-flow-scripts/flow DESIGN_CONFIG=/design/flow/config.mk WORK_HOME=/design/flow/orfs finish
==> notes.md <==
Results of an implementation run.

The sum of overflow across all layers after global routing is 0. The detailed placer's ending HPWL is 2680 um. After detailed routing, the number of vias per cell comes to 5.300. Setup repair after global routing left no endpoint under its margin. The worst path meets setup with 1196 ps of slack. The transition time recorded at the tightest slew-check pin is 649.3 ps.

The area of the mapped netlist is 2008 um^2. After synthesis, the share of flip-flops with an asynchronous set or reset is 100.0%. The startpoint type of the worst setup path is a primary input. The floorplan step set the die height to 72.86 um.

The share of the core area taken by cells at floorplan is 41.96%. The placement report lists the number of port buffers as 17. OpenROAD emitted warnings numbering 25.

The hold buffer count at CTS is 0. The overall via count from detail_route is 1553. The report puts the cell count of the worst reg-to-reg path at 6. STA puts the critical path data required time at 4270 ps. The instance count on the critical path is 8. The number of clock buffers added by TritonCTS is 5. The CTS sink count is 36.

The instance area at placement is 2220 um^2. The most frequently used flop master after synthesis is sky130_fd_sc_hd__dfrtp_1. TritonRoute reported its final design rule violation total as 0.

The mean instance size in the synthesized netlist is 9.748 um^2. VDD sags by at most 0.0001710 V. In the global route stage, overall resource usage came out at 17.02%. The total setup violations reported at the end of the flow is 0.

The synthesized instance count is 206. Per the final timing report, the hold violations number 0. The post-place setup slack is 899.5 ps. The minimum clock period after layout is 2904 ps. The initial antenna violation count is 0. Counting the warning lines in the Yosys log gives 1. The final power report lists total power as 0.7180 mW. The headroom to the max-slew limit is 56.71%.

For this block, the initial DRC count from the detailed router was 83. The number of antenna repair diodes is 0. The count of standard-cell rows is 25. The final max-slew violation count is 0. The area growth from synthesis to layout is 15.02%. The synthesized chip area reported by yosys is 2008 um^2. The largest clock skew in the final design is 3.108 ps. The startpoint-to-endpoint class of the critical path is primary input to register. No sink is reached through more buffers than the 2 on the longest clock path. After floorplanning, the core was sized to cover 4786 um^2. The number of primary I/O pins is 18. The first detailed-routing pass ran for 4 iterations.

Summing the sequential cell areas from Yosys gives 44.92% of the chip area. The average wire length per cell after detail routing is 13.35 um. The number of synthesized flops with an enable pin is 0. The delay contributed by the slowest stage of the critical path is 620 ps. Listed in order, past its start point the critical path passes clkdlybuf4s50_1 > inv_1 > ha_1 > a21oi_1 > o211ai_1 > a22o_1 > buf_4 > nor2_1.

In this run, synthesis produced a sequential element count of 36. The class of the worst hold path is register to register. Once detail routing completed, the nets flagged for antenna violations numbered 0. The number of gates resized after CTS was 0. The critical path's slowest cell is sky130_fd_sc_hd__a22o_1. The category of the worst setup path capture point is a register.

On the critical path the data arrives at 3070 ps. The number of cells traversed by the worst hold path is 2. The clock tree from TritonCTS is yes. The layout summary lists the proportion of cells stronger than drive strength 1 as 11.95%. CTS placed an instance of sky130_fd_sc_hd__clkbuf_8 at the clock tree root.

The finished cells cover 2310 um^2. The power density over the cells is 310.9 nW/um^2. The number of levels the H-tree was split into is 2. The fraction of the cycle the final worst path needs is 70.83%. The wire length of the first global-routing pass is 6900 um. On the final layout, the worst hold slack is 511.1 ps. The clock transition at the register clock pins on the worst setup and hold paths after CTS is 70 ps. For this design, Yosys synthesis ends with a cell count of 206. The area of the die is 5308 um^2. The number of global-route vias before repair is 1454. In this design, the largest share of critical-path delay is due to AND-OR/OR-AND gates.

The flow ran to the end, and the final reports show no timing, DRC or antenna violations. Max-cap violations in this run came to 0. The floorplan step set the die width to 72.86 um.

The highest clock rate this design can be run at is 344.3 MHz. Together, buffers and inverters on the worst path number 3. The total length of routed wires is 3913 um. Per the repair_timing log after CTS, setup buffers inserted total 0.

The maximum fanout along the worst path is 18. The insertion delay at the late pin of the worst-skew pair is 280 ps. The global placement routability congestion is 0.7672.

The maximum number of pins on one net before global-route repair is 37. The number of different library cells used by synthesis comes to 43. The leakage component of the power is 0.9612 nW. The setup TNS after final layout is 0 ps.
==> power by group <==
part,switching [mW],internal [mW],total (mW)
clock network,0.118,0.137,0.255
logic,0.0388,0.0280,0.0668
registers,0.0231,0.373,0.396
==> final cells by class <==
type,instances,area (um^2)
clock buffers,8,90.09
fillers,461,2476
inverters,8,30.03
multi-input cells,155,1023
flip-flops and latches,36,902.1
well taps,67,83.83
repair buffers,19,180.2
==> per-layer routing <==
layer	routed length [um]	vias to the layer above	GRT usage, %
met5	0	-	0
met2	1768	26	26.38
li1	-	795	-
met4	53	0	1.961
met1	1967	727	26.96
met3	123	5	2.941
==> sequential cells by signal (all words and copies together) (netlist names) <==
register	cells
shiftreg	4
counter	32
==> worst paths after layout <==
path	endpoint	from	slack (ps)
worst min register to register	counter[31]	counter[31]	510
max in group asynchronous	shiftreg[0]	i_reset	3190
worst max-delay path	counter[4]	i_sw[2]	1200
min in group asynchronous	counter[9]	i_reset	560
worst min-delay path	counter[31]	counter[31]	510
worst max register to register	counter[4]	counter[23]	1790
==> kinds of logic (layout without fill, tap and decap cells) <==
family / Yosys count / count (layout) / share of synthesized area (%)
flip-flops: 36 / 36 / 44.92
buffers and inverters: 15 / 35 / 4.112
AND-OR/OR-AND: 39 / 39 / 12.21
AND/OR/NAND/NOR: 98 / 98 / 29.66
multiplexers: 4 / 4 / 2.243
XOR/XNOR: 10 / 10 / 4.362
adder cells (fa/ha/maj): 4 / 4 / 2.492
==> synth_stat cells (2+ instances only) <==
cell type	number	area (um^2)
sky130_fd_sc_hd__nor4_1	7	43.79
sky130_fd_sc_hd__or3_4	2	22.52
sky130_fd_sc_hd__o21ai_0	8	40.04
sky130_fd_sc_hd__a31oi_1	4	25.02
sky130_fd_sc_hd__o31ai_1	5	37.54
sky130_fd_sc_hd__buf_2	3	15.01
sky130_fd_sc_hd__nand3_2	2	20.02
sky130_fd_sc_hd__inv_1	8	30.03
sky130_fd_sc_hd__or3_1	8	50.05
sky130_fd_sc_hd__a21oi_1	12	60.06
sky130_fd_sc_hd__mux2_2	4	45.04
sky130_fd_sc_hd__dfrtp_1	35	875.8
sky130_fd_sc_hd__and2_1	5	31.28
sky130_fd_sc_hd__and3_1	4	25.02
sky130_fd_sc_hd__nand4_1	7	43.79
sky130_fd_sc_hd__and4_1	5	43.79
sky130_fd_sc_hd__buf_4	2	15.01
sky130_fd_sc_hd__nand3_1	4	20.02
sky130_fd_sc_hd__nor2b_1	4	25.02
sky130_fd_sc_hd__nand2_1	12	45.04
sky130_fd_sc_hd__ha_1	4	50.05
sky130_fd_sc_hd__nor3_1	4	20.02
sky130_fd_sc_hd__xnor2_1	9	78.83
sky130_fd_sc_hd__or4_1	3	22.52
sky130_fd_sc_hd__nor2_1	22	82.58
sky130_fd_sc_hd__a21oi_2	2	17.52
sky130_fd_sc_hd__buf_6	2	22.52
sky130_fd_sc_hd__nand2b_1	2	12.51
sky130_fd_sc_hd__or4_4	2	22.52
sky130_fd_sc_hd__a41oi_1	2	17.52
==> worst min-delay path: stages (launching register included) <==
cell and delay, ps:
sky130_fd_sc_hd__dfrtp_1 350, sky130_fd_sc_hd__a41oi_1 50, sky130_fd_sc_hd__nor2_1 80
==> stage by stage <==
step,cells,utilization (%)
6_report,293,48.26
5_1_grt,293,48.26
4_1_cts,293,48.26
3_5_place_dp,285,46.38
3_3_place_gp,285,46.38
2_1_floorplan,206,-
==> cell usage in the layout, fill, tap and decap left out, types with 2 or more instances in the layout <==
| cell | n |
|---|---|
| sky130_fd_sc_hd__a21oi_1 | 12 |
| sky130_fd_sc_hd__mux2_2 | 4 |
| sky130_fd_sc_hd__nor3_1 | 4 |
| sky130_fd_sc_hd__inv_1 | 8 |
| sky130_fd_sc_hd__a31oi_1 | 4 |
| sky130_fd_sc_hd__o31ai_1 | 5 |
| sky130_fd_sc_hd__dfrtp_1 | 35 |
| sky130_fd_sc_hd__and3_1 | 4 |
| sky130_fd_sc_hd__o21ai_0 | 8 |
| sky130_fd_sc_hd__clkbuf_1 | 2 |
| sky130_fd_sc_hd__nand2_1 | 12 |
| sky130_fd_sc_hd__nand2b_1 | 2 |
| sky130_fd_sc_hd__nand3_2 | 2 |
| sky130_fd_sc_hd__nor2_1 | 22 |
| sky130_fd_sc_hd__nor4_1 | 7 |
| sky130_fd_sc_hd__xnor2_1 | 9 |
| sky130_fd_sc_hd__or3_1 | 8 |
| sky130_fd_sc_hd__or4_4 | 2 |
| sky130_fd_sc_hd__clkbuf_8 | 6 |
| sky130_fd_sc_hd__ha_1 | 4 |
| sky130_fd_sc_hd__nor2b_1 | 4 |
| sky130_fd_sc_hd__and2_1 | 5 |
| sky130_fd_sc_hd__or4_1 | 3 |
| sky130_fd_sc_hd__buf_4 | 2 |
| sky130_fd_sc_hd__or3_4 | 2 |
| sky130_fd_sc_hd__a41oi_1 | 2 |
| sky130_fd_sc_hd__clkdlybuf4s50_1 | 16 |
| sky130_fd_sc_hd__a21oi_2 | 2 |
| sky130_fd_sc_hd__nand3_1 | 4 |
| sky130_fd_sc_hd__nand4_1 | 7 |
| sky130_fd_sc_hd__and4_1 | 5 |
No activity file was given, so power comes from the tool's default toggle rates.

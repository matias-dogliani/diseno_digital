[constraint.sdc]
current_design sumFp

set clk_period 18.2
set clk_io_pct 0.2

create_clock -name clk0 -period $clk_period

set non_clock_inputs [all_inputs -no_clocks]
set_input_delay [expr $clk_period * $clk_io_pct] -clock clk0 $non_clock_inputs
set_output_delay [expr $clk_period * $clk_io_pct] -clock clk0 [all_outputs]
[run.sh]
#!/bin/bash
# OpenROAD 26Q1-2900-gdf79404cd8, Yosys 0.63+post, stock flow scripts
make -C /OpenROAD-flow-scripts/flow DESIGN_CONFIG=/design/flow/config.mk WORK_HOME=/design/flow/orfs finish
[config.mk]
export PLATFORM = sky130hd
export DESIGN_NAME = sumFp
export DESIGN_NICKNAME = sumFp
export VERILOG_FILES = /design/flow/design.v
export SDC_FILE = /design/flow/constraint.sdc
export NUM_CORES = 4
export LEC_CHECK = 1
export CORE_AREA = 10 10 95 95
export DIE_AREA = 0 0 105 105
[design.v]
module sumFp
#(
	parameter NB_IN_A =16, 							 
	parameter NBF_IN_A =14,							 
	parameter NB_IN_B =12,			
	parameter NBF_IN_B =11,
	parameter NB_OUT = 11, 
	parameter NBF_OUT = 10,
	parameter NBI_O_FR = ( NBI_IN_A  > NBI_IN_B  )? NBI_IN_A + 1 : NBI_IN_B + 1 ,     
    parameter NBF_O_FR = ( NBF_IN_A > NBF_IN_B )? NBF_IN_A    : NBF_IN_B,
    parameter NB_O_FR = NBI_O_FR + NBF_O_FR,
    parameter NB_O_ROUND = 9, 
    parameter NF_O_ROUND =8  
)
(
    input  [NB_IN_A - 1:0] i_A,
    input  [NB_IN_B - 1:0] i_B,
	output [NB_O_FR - 1 : 0] o_sumFR,
	output [NB_OUT -1 : 0]	o_sumS_trunc_ov,
	output [NB_OUT -1 : 0]	o_sumS_trunc_sat ,
	output [NB_O_ROUND -1 : 0]	o_sumS_round_sat
);
    localparam NBI_IN_A =NB_IN_A - NBF_IN_A;		 
    localparam NBI_IN_B =NB_IN_B - NBF_IN_B;
    localparam NBI_OUT = NB_OUT-NBF_OUT ;   
    localparam NBI_O_ROUND = NB_O_ROUND - NF_O_ROUND;
    localparam NB_ROUND = ( NBI_O_FR + NF_O_ROUND + 2) ;   
    wire signed [NB_IN_A -1     : 0] a 	;    
    wire signed [NB_IN_B -1     : 0] b 	;    
	wire signed [NB_O_FR-1  	: 0] sumFR;    
	reg  signed [NB_OUT - 1 : 0]  sumS_trunc_sat;
    reg  signed [NB_ROUND - 1 : 0]  sum_r;
    reg  signed [NB_O_ROUND - 1 : 0]  sumS_round_sat;  
	assign a = i_A;
	assign b = i_B;
	assign sumFR = (NBF_IN_A >= NBF_IN_B)?                           
                a + $signed( {b, { NBF_IN_A - NBF_IN_B {1'b0}}}):
                b + $signed( {a, { NBF_IN_B - NBF_IN_A {1'b0}}});
  	always @(*) begin
        if ( &sumFR[(NB_O_FR -1)-:(NBI_O_FR-NBI_OUT)+1] || ~|sumFR[(NB_O_FR -1)-: (NBI_O_FR-NBI_OUT)+1])
            sumS_trunc_sat = sumFR[ (NB_O_FR -1) - (NBI_O_FR - NBI_OUT) -: NB_OUT ];
        else if ( sumFR[(NB_O_FR -1)] )
            sumS_trunc_sat = { 1'b1 , { NB_OUT-1 {1'b0} }};				 
        else
            sumS_trunc_sat = { 1'b0 , { NB_OUT-1 {1'b1} }};				 
    end
    always @(*) begin
        sum_r= $signed( sumFR[ (NB_O_FR -1) -: (NB_ROUND -1) ] ) + $signed(2'b01);  
		if ( &sum_r[(NB_ROUND -1)-:(NBI_O_FR-NBI_O_ROUND)+2] || ~|sum_r[(NB_ROUND -1)-:(NBI_O_FR-NBI_O_ROUND) +2])
          sumS_round_sat = sum_r[(NB_ROUND -1) - (NBI_O_FR-NBI_O_ROUND) -1 -: NB_O_ROUND];
         else if ( sum_r[(NB_ROUND -1)] )
              sumS_round_sat = $signed({ 1'b1 , { NB_O_ROUND-1 {1'b0} }});
        else
            sumS_round_sat = $signed({ 1'b0 , { NB_O_ROUND-1 {1'b1} }});
    end
	assign o_sumFR = sumFR; 
	assign o_sumS_trunc_ov = sumFR[NB_O_FR-1 - (NBI_O_FR- NBI_OUT) -:NB_OUT];	
	assign o_sumS_trunc_sat = sumS_trunc_sat; 
	assign o_sumS_round_sat = sumS_round_sat ;
endmodule  
==> Slide: Implementation Results <==
Key Metrics from the Run

Final timing
  • Post-layout worst setup margin: about 7.0 ns
  • Final Hold Fails: 0
  • Crit share post-route: slightly above 60%
  • # setup viols final: 0
  • Worst slew margin: 41.34%
  • Worst Tran Pin Value: 0.8799 ns
  • RSZ-0062 raised after global routing: false
  • Max Slew Vio Count: 0
  • Fmax: between 80 and 90 MHz
  • Period minus WS final: approximately 11 ns
  • Setup TNS: 0 ns

Power and ir drop
  • Clock share of power: 0%
  • VDD IR-drop max: between 0.01 and 0.015 mV
  • Pleak: ~0.76 nW
  • Reg power frac: 0%
  • Net load switching power: 0.00004344 W
  • Int Power: 0.00006417 W
  • Comb power frac: 100.0%
  • Power density over the cells: between 50 and 60 mW/mm²
  • Switching portion of total power: between 40% and 50%

Floorplanning
  • FP Core Util: 17.75%
  • Die width: around 110 µm
  • Top-Level Pins: roughly 76
  • Die area: 0.01103 mm²
  • DIE HEIGHT: around 110 µm
  • Site row count: 30
  • Core Footprint: roughly 0.0069 mm²

Global route
  • Met3 Usage GRT: under 10%
  • Met1 Usage GRT: under 10%
  • Most used routing layer: met2
  • Vias in the first global route: ~1400
  • Initial antenna violation count: 0
  • Grt ovf: 0
  • Gr usage total: 7.520%
  • GR Util met2: about an eighth
  • Largest net degree at the start of global routing: 12
  • First-pass GRT wire length: around 7200 µm

Critical path
  • Worst path max stage delay: 0.68 ns
  • Critical path, cell by cell: clkdlybuf4s50_1, ha_1, inv_1, fa_1, nand2b_2, a21oi_2, o41a_1, or4_4, and2_4, a21oi_1, nand3_2, a41o_1, clkdlybuf4s50_1
  • Cell with the most instances on the worst path: clkdlybuf4s50_1
  • CP max-delay cell: a21oi_1
  • Crit path launch type: input pin
  • Critical path peak fanout: 11
  • WP data arrival: approximately 7.6 ns
  • CP required: between 10 and 15 ns
  • Crit Path Class: in -> out
  • CP Capture Type: output pin

Drt
  • Per-cell routed wire length: between 10 and 15 µm
  • Post-DRT Antenna Nets: 0
  • Final wirelength: approximately 4300 µm
  • # DRC: 0
  • N_diodes: 0
  • Drt initial violations: 102
  • Via density: around 4.4
  • Detailed-route via count: 1410
  • DRT Pass-1 Iters: 4

Logic synthesis
  • Cells after synthesis: approximately 170
  • Syn. warnings: 1
  • Sequential area share after synthesis: 0%
  • Yosys stat cell total: roughly 170
  • Synthesis area per yosys: 0.001226 mm²
  • Mean post-synth cell area: 7.088 µm²
  • Unique cell types: around 49
  • Mapped cell area: between 0.001 and 0.0015 mm²

Layout
  • Post-route cell area: 0.001921 mm²
  • Clock buffers: 0
  • Flip-flops: 0
  • Layout area overhead: 56.63%
  • Top cells excl fill/tap: clkdlybuf4s50_1 (70), inv_1 (18), ha_1 (14)
  • Fill cell count: approximately 760
  • Most frequent logic cell in the layout: clkdlybuf4s50_1
  • Sequential Area: 0 µm²
  • Non-Filler Instances: between 300 and 400
  • Layout cells sized above 1: about 6.2%

Placement
  • GPL Wtd Cong: around 0.86
  • Cell Area, Placed: about 0.0019 mm²
  • Port bufs: 70
  • Dpl cells: about 320
  • DP Worst Slack: about 7.1 ns
  • Post-DP HPWL: between 3000 and 4000 µm

CTS
  • Hold buffers post-CTS: 0
  • Post-cts resize count: 0
  • # Post-CTS Setup Buffers: 0

Worst hold path
  • Worst min path class: in -> out
  • Hold depth: 0

Run status
  • Status: complete, no violations

Job
  • Number of max-cap violations: 0
  • Warning total across the stage logs: 32
[logic make-up (layout without fill, tap and decap cells)]
kind of cell             count (synthesis)  after routing  share of synthesized area (%)
adder cells (fa/ha/maj)                 15             15                          15.92
AND/OR/NAND/NOR                         49             49                          23.16
buffers and inverters                   35             88                          15.82
AND-OR/OR-AND                           59             59                          33.47
XOR/XNOR                                13             13                          9.899
multiplexers                             2              2                          1.735
[final timing paths]
| check | slack [ns] | startpoint | end |
|---|---|---|---|
| max | 7.01 | i_A[3] | o_sumS_round_sat[7] |
| min | 7.28 | i_A[0] | o_sumFR[0] |
[worst max-delay path, delay by kind of cell]
| kind | cells | cell delay, ns |
|---|---|---|
| fa+ha+maj | 2 | 0.44 |
| simple gates | 4 | 1.15 |
| buf+inv | 3 | 0.89 |
| compound gates | 4 | 1.41 |
[power groups by stage]
stage / sequential (W) / clock [W] / combinational (W)
final: 0 / 0 / 0.000108
after global routing: 0 / 0 / 0.000119
after CTS: 0 / 0 / 0.000110
[cell usage after synthesis, drive strengths merged, types with 8 or more instances]
library cell	count	area, µm²
nand2	8	30.03
nor2	11	43.80
xnor2	10	95.10
a21oi	12	67.57
buf	17	126.4
nand3	9	55.05
ha	14	175.2
inv	18	67.56
o21ai	18	90.08
[per-stage QoR]
stage            power, W  utilization, %  hold WS, ns
2_1_floorplan  0.00005351               -        7.346
3_3_place_gp    0.0001096           27.81        7.280
3_5_place_dp    0.0001090           27.81        7.280
4_1_cts         0.0001097           27.81        7.280
5_1_grt         0.0001194           27.81        7.280
6_report        0.0001076           27.81        7.280
[metal layers]
| metal | up-vias | wire, µm | part of all wire [%] |
|---|---|---|---|
| met5 | - | 0 | 0 |
| met4 | 0 | 0 | 0 |
| met3 | 0 | 338 | 7.8 |
| met2 | 57 | 2091 | 48 |
| met1 | 631 | 1912 | 44 |
| li1 | 722 | - | - |
[cell type report]
type | count | area, µm² | share of cell area [%]
Multi-Input combinational cell | 138 | 1032 | 53.75
Timing Repair Buffer | 70 | 700.7 | 36.48
Tap cell | 96 | 120.1 | 6.254
Inverter | 18 | 67.56 | 3.518
Power and IR drop assume default switching activity.
